$ cat design/flow/design.v
`timescale 1 ns/1 ns
module park_space_number(
 enable,
 parking_capacity,
 park_number);
    input enable;
    input [7:0] parking_capacity;
    output reg [2:0] park_number;
    always @(*) begin
            case (parking_capacity)
            8'bxxxxxxx1: park_number = 3'b000;
            8'bxxxxxx10: park_number = 3'b001;
            8'bxxxxx100: park_number = 3'b010;
            8'bxxxx1000: park_number = 3'b011;
            8'bxxx10000: park_number = 3'b100;
            8'bxx100000: park_number = 3'b101;
            8'bx1000000: park_number = 3'b110;
            8'b10000000: park_number = 3'b111;
				default: park_number = 3'bzzz;
            endcase
				if(!enable)
					park_number = 3'bzzz;
    end
endmodule
$ cat design/flow/run.sh
#!/bin/bash
# OpenROAD 26Q1-2900-gdf79404cd8, Yosys 0.63+post, stock flow scripts
make -C /OpenROAD-flow-scripts/flow DESIGN_CONFIG=/design/flow/config.mk WORK_HOME=/design/flow/orfs finish
$ cat design/flow/config.mk
export PLATFORM = sky130hd
export DESIGN_NAME = park_space_number
export DESIGN_NICKNAME = park_space_number
export VERILOG_FILES = /design/flow/design.v
export SDC_FILE = /design/flow/constraint.sdc
export NUM_CORES = 4
export LEC_CHECK = 1
export CORE_AREA = 10 10 70 70
export DIE_AREA = 0 0 80 80
$ cat design/flow/constraint.sdc
current_design park_space_number

set clk_period 1.0
set clk_io_pct 0.2

create_clock -name clk0 -period $clk_period

set non_clock_inputs [all_inputs -no_clocks]
set_input_delay [expr $clk_period * $clk_io_pct] -clock clk0 $non_clock_inputs
set_output_delay [expr $clk_period * $clk_io_pct] -clock clk0 [all_outputs]
==> flow_summary.toml <==
# generated from flow reports
[worst_setup_path]
crit_path_max_fanout = 3
worstPathRequired_ps = 800
critical_path_class = "primary input to primary output"
crit_path_end_kind = "primary output"
crit_path_start_kind = "primary input"
arrival_ps = 770

[placement]
dpl_worst_slack_ps = -808.8
placedCellCount = 68
io_buffers = 11
gp_congestion = 0.7371

[floorplan]
fp.dieH_um = 80
die_w_um = 80
fp_util_pct = 2.674
rows = 21
ios = 12
dieArea_um2 = 6400
coreArea_um2 = 3416

[final_layout]
ff_count = 0
layout-drive-gt1-share_pct = 100.0
area_growth_pct = 227.4
mostFrequentLayoutCell = "buf_2"
nClkBuffers = 0
lay_top_cells = "buf_2, buf_8"
layout.area.comb_um2 = 143.9
finalNonFillerCells = 68
flop_area_um2 = 0
n_fill_cell = 410

[routing]
postRouteAntennaNets = 0
wl_per_cell_um = 8.397
antenna_cells = 0
vias = 127
viasPerCell = 1.868
wirelength_um = 571
route.detailed.drc = 0
drtIter0Drc = 5
dr.pass1.iters = 2

[synth]
syn_area_per_cell_um2 = 8.303
aoi_share_pct = 50.68
ys_cells = 11
synth.logic.top_family = "AND-OR/OR-AND gates"
synth_cell_types = 10
simple_gate_area_share_pct = 45.21
synthMuxAreaShare_pct = 0
syn-instance-count = 11
synth_seq_share_pct = 0
xor_share_pct = 0
ys_warn_count = 3
yosysTopAreaCellShare_pct = 17.81
syn_area_um2 = 91.34
yosysChipArea_um2 = 91.34
area_leaders = "o41ai_2, nor4b_2, a211oi_2"
adder_share_pct = 0
yosysTopAreaCell = "o41ai_2"

[power_and_ir_drop]
p_int_uw = 55.56
p_leak_uw = 0.0001023
p_switching_uw = 43.72
sw_frac_of_total_pct = 44.04
power.density_nw_per_um2 = 332.0
total_power_uw = 99.28
pwr-share-seq_pct = 0
clock_power_share_pct = 0
power_frac_comb_pct = 100.0
irDropWorstVdd_uv = 112.9

[global_routing]
grt_overflow = 0
antenna_found_initial = 0
grt_usage_pct = 1.639
grt_max_degree = 5
grt_pass1_wl_um = 800
grt_pass1_vias = 149

[job]
warning_count = 35
max_cap_violations = 0

[worst_hold_path]
worstHoldPathType = "primary input to primary output"

[final_timing]
rsz0062_at_grt = "true"
slew_headroom_pct = 85.00
setup_tns_ps = 0
worst_slack_ps = 25.04
drv_slew = 0
setup_viol = 0
fmax_ghz = 1.026
holdWs_ps = 667.8
fin_crit_ps = 975.0
worst_pin_slew_ps = 224.2
final-hold-violation-count = 0
period_used_pct = 97.50

[outcome]
outcome = "complete, no violations"

[clock_tree]
cts_hold_buf = 0
==> per-stage QoR <==
stage                     util (%)  instance area (µm²)
after floorplan                  -                91.34
after global placement       7.582                259.0
after detailed placement     7.582                259.0
after CTS                    7.143                244.0
after global routing         8.755                299.0
final                        8.755                299.0
==> what timing repair did <==
action,in CTS,in global routing
setup buffers,0,0
gates resized,52,13
endpoints found under the hold margin,0,0
setup endpoints to repair,3,3
pin swaps,7,3
gates cloned,0,0
==> path summary, 6_finish.rpt <==
path | from | to | slack (ps) | cells past startpoint
max | parking_capacity[2] | park_number[0] | 30 | 3
min | parking_capacity[2] | park_number[0] | 670 | 3
==> cell families after synthesis <==
logic type,Yosys count
compound gates,5
buf+inv,1
simple gates,5
==> cell usage after synthesis <==
library cell	instances
nor2_1	2
a211oi_2	1
a21oi_1	1
inv_1	1
nor2b_1	1
nor4_2	1
nor4b_2	1
o21ai_1	1
o21bai_1	1
o41ai_2	1
==> power by group through the flow <==
stage                 sequential (µW)  combinational (µW)  clock (µW)
after CTS                           0                71.7           0
after global routing                0                 108           0
final                               0                99.3           0
==> worst max-delay path, stage by stage <==
cell and delay [ps]:
buf_8 110, o41ai_4 320, buf_2 140
==> layer usage <==
metal	up-vias	wire (µm)	GRT usage, %
li1	66	-	-
met3	0	43	0.5682
met2	8	186	2.327
met5	-	0	0
met1	53	341	2.439
met4	0	0	0
==> area by class of cell <==
type               count  share of cell area (%)
well taps             46                   19.25
inverters              1                   1.255
multi-input cells     10                   48.12
repair buffers        11                   31.38
Power and IR drop assume default switching activity.
